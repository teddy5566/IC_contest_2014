### ./design.v
module STI_DAC(clk ,reset, load, pi_data, pi_length, pi_fill, pi_msb, pi_low, pi_end,
	             so_data, so_valid, 
	             oem_finish, oem_dataout, oem_addr,
	             odd1_wr, odd2_wr, odd3_wr, odd4_wr, even1_wr, even2_wr, even3_wr, even4_wr);
input		clk, reset;
input		load, pi_msb, pi_low, pi_end; 
input	[15:0]	pi_data;
input	[1:0]	pi_length;
input		pi_fill;
output reg	so_data, so_valid;
output reg oem_finish, odd1_wr, odd2_wr, odd3_wr, odd4_wr, even1_wr, even2_wr, even3_wr, even4_wr;
output reg [4:0] oem_addr;
output [7:0] oem_dataout;
reg [1:0] cs, ns;
parameter IDLE = 2'd0;
parameter LOAD = 2'd1;
parameter OUTPUT = 2'd2;
parameter DONE = 2'd3;
reg [31:0] data;
always@(posedge clk or posedge reset)begin
    if(reset) cs <= IDLE;
    else cs <= ns;
end
always@(*)begin
    case(cs)
        IDLE:begin
            if(load) ns = LOAD;
	    	else ns = IDLE;
		end
		LOAD:begin
            ns = OUTPUT;
		end
		OUTPUT:begin
        	if(OUPUT_cnt == 4'd0 && pi_end == 1'd1) ns = DONE;
	    	else if(OUPUT_cnt == 4'd0) ns = IDLE;
	    	else ns = OUTPUT;
		end
		DONE:begin
            ns = DONE;
		end
		default: ns = IDLE;
    endcase
end
reg [4:0]  OUPUT_cnt;
always@(posedge clk or posedge reset)
begin
	if(reset) OUPUT_cnt <= 5'd31;
	else if(ns == LOAD)
	begin
		case(pi_length)
		2'b00: OUPUT_cnt <= 5'd7;
		2'b01: OUPUT_cnt <= 5'd15; 
		2'b10: OUPUT_cnt <= 5'd23;
		2'b11: OUPUT_cnt <= 5'd31;
		endcase
	end
	else if(cs == OUTPUT) OUPUT_cnt <= OUPUT_cnt - 4'd1;
end
always@(*)begin
	case(pi_length)
	2'b00:begin  
		if(pi_low)begin 
			data[31:24] = pi_data[15:8];
			data[23:0] = 24'd0; 
		end
		else begin
			data[31:24] = pi_data[7:0];
			data[23:0] = 24'd0; 
		end
	end
	2'b01:begin  
		data[31:16] = pi_data[15:0];
		data[15:0] = 16'd0; 
	end
	2'b10:begin  
		if(pi_fill)begin
			data[31:16] = pi_data[15:0];
			data[15:0] = 16'd0;
		end
		else begin
			data[31:24] = 8'd0;
			data[23:8] = pi_data[15:0];
			data[7:0] = 8'd0; 
		end
	end
	2'b11:begin  
		if(pi_fill)begin
			data[31:16] = pi_data[15:0];
			data[15:0] = 16'd0;
		end
		else begin
			data[31:16] = 16'd0;
			data[15:0] = pi_data[15:0];
		end
	end
	default: data = 32'd0;
	endcase
end
always@(posedge clk or posedge reset)begin
	if(reset) so_valid <= 1'd0;
	else if(ns == OUTPUT) so_valid <= 1'd1;
	else so_valid <= 1'd0;
end
reg [4:0] data_index;
always@(posedge clk or posedge reset)begin
	if(reset) data_index <= 5'd0;
	else if(ns == LOAD)
	begin
		if(pi_msb) data_index <= 5'd31;
		else
		begin
			case(pi_length)
			2'b00: data_index <= 5'd24;
			2'b01: data_index <= 5'd16; 
			2'b10: data_index <= 5'd8;
			2'b11: data_index <= 5'd0;
			endcase
		end
	end
	else if(ns == OUTPUT)begin
		if(pi_msb) data_index <= data_index - 5'd1;
		else data_index <= data_index + 5'd1;
	end
end
always@(posedge clk or posedge reset)begin
	if(reset) so_data <= 1'd0;
	else so_data <= data[data_index];
end
reg [7:0] DAC;  
reg [3:0] cnt;
reg [7:0] mem_cnt;
reg switch;
always@(posedge clk or posedge reset)begin
	if(reset) switch <= 1'd0;
	else if(mem_cnt[3:0] == 4'd8) switch <= 1'd1;
	else if(mem_cnt[3:0] == 4'd0) switch <= 1'd0;
end
always@(posedge clk or posedge reset)begin
	if(reset) DAC <= 8'd0;
	else if(so_valid)begin
		DAC <= DAC << 8'd1;
		DAC[0] <= so_data; 
	end
	else if(pi_end)begin
		DAC <= 8'd0;
	end
end
assign oem_dataout = DAC;
always@(posedge clk or posedge reset)begin
	if(reset) cnt <= 4'd0;
	else if(so_valid) cnt <= cnt + 4'd1;
	else if(pi_end && cs == DONE) cnt <= cnt + 4'd1;
end
always@(posedge clk or posedge reset)begin
	if(reset) mem_cnt <= 8'd0;
	else if(cnt == 4'd7 || cnt == 4'd15) mem_cnt <= mem_cnt + 8'd1;
end
reg [4:0] buffer;
always@(posedge clk or posedge reset)begin
	if(reset) buffer <= 5'd0;
	else if(cnt == 4'd15) buffer <= buffer + 5'd1;
end
always@(posedge clk or posedge reset)begin
	if(reset) oem_addr <= 5'd0;
	else oem_addr <= buffer;
end
always@(posedge clk or posedge reset)begin
	if(reset) oem_finish <= 1'd0;
	else if(mem_cnt == 8'd0 && cnt == 4'd0 && pi_end == 1'd1) oem_finish <= 1'd1;
end
always@(posedge clk or posedge reset)begin
	if(reset) odd1_wr <= 1'd0;
	else if(mem_cnt <= 8'd63 && cnt == 4'd7 && switch == 1'd0) odd1_wr <= 1'd1;
	else if(mem_cnt <= 8'd63 && cnt == 4'd15 && switch == 1'd1) odd1_wr <= 1'd1;
	else odd1_wr <= 1'd0;
end
always@(posedge clk or posedge reset)begin
	if(reset) even1_wr <= 1'd0;
	else if(mem_cnt <= 8'd63 && cnt == 4'd15 && switch == 1'd0) even1_wr <= 1'd1;
	else if(mem_cnt <= 8'd63 && cnt == 4'd7 && switch == 1'd1) even1_wr <= 1'd1;
	else even1_wr <= 1'd0;
end
always@(posedge clk or posedge reset)begin
	if(reset) odd2_wr <= 1'd0;
	else if(mem_cnt > 8'd63 && mem_cnt<=8'd127 && cnt == 4'd7 && switch == 1'd0) odd2_wr <= 1'd1;
	else if(mem_cnt > 8'd63 && mem_cnt<=8'd127 && cnt == 4'd15 && switch == 1'd1) odd2_wr <= 1'd1;
	else odd2_wr <= 1'd0;
end
always@(posedge clk or posedge reset)begin
	if(reset) even2_wr <= 1'd0;
	else if(mem_cnt > 8'd63 && mem_cnt<=8'd127 && cnt == 4'd15 && switch == 1'd0) even2_wr <= 1'd1;
	else if(mem_cnt > 8'd63 && mem_cnt<=8'd127 && cnt == 4'd7 && switch == 1'd1) even2_wr <= 1'd1;
	else even2_wr <= 1'd0;
end
always@(posedge clk or posedge reset)begin
	if(reset) odd3_wr <= 1'd0;
	else if(mem_cnt > 8'd127 && mem_cnt<=8'd191 && cnt == 4'd7 && switch == 1'd0) odd3_wr <= 1'd1;
	else if(mem_cnt > 8'd127 && mem_cnt<=8'd191 && cnt == 4'd15 && switch == 1'd1) odd3_wr <= 1'd1;
	else odd3_wr <= 1'd0;
end
always@(posedge clk or posedge reset)begin
	if(reset) even3_wr <= 1'd0;
	else if(mem_cnt > 8'd127 && mem_cnt<=8'd191 && cnt == 4'd15 && switch == 1'd0) even3_wr <= 1'd1;
	else if(mem_cnt > 8'd127 && mem_cnt<=8'd191 && cnt == 4'd7 && switch == 1'd1) even3_wr <= 1'd1;
	else even3_wr <= 1'd0;
end
always@(posedge clk or posedge reset)begin
	if(reset) odd4_wr <= 1'd0;
	else if(mem_cnt > 8'd191 && mem_cnt<=8'd255 && cnt == 4'd7 && switch == 1'd0) odd4_wr <= 1'd1;
	else if(mem_cnt > 8'd191 && mem_cnt<=8'd255 && cnt == 4'd15 && switch == 1'd1) odd4_wr <= 1'd1;
	else odd4_wr <= 1'd0;
end
always@(posedge clk or posedge reset)begin
	if(reset) even4_wr <= 1'd0;
	else if(mem_cnt > 8'd191 && mem_cnt<=8'd255 && cnt == 4'd15 && switch == 1'd0) even4_wr <= 1'd1;
	else if(mem_cnt > 8'd191 && mem_cnt<=8'd255 && cnt == 4'd7 && switch == 1'd1 ) even4_wr <= 1'd1;
	else even4_wr <= 1'd0;
end
endmodule
### ./run.sh
#!/bin/bash
# OpenROAD 26Q1-2900-gdf79404cd8, Yosys 0.63+post, stock flow scripts
make -C /OpenROAD-flow-scripts/flow DESIGN_CONFIG=/design/flow/config.mk WORK_HOME=/design/flow/orfs finish
### ./config.mk
export PLATFORM = sky130hd
export DESIGN_NAME = STI_DAC
export DESIGN_NICKNAME = STI_DAC
export VERILOG_FILES = /design/flow/design.v
export SDC_FILE = /design/flow/constraint.sdc
export NUM_CORES = 4
export LEC_CHECK = 1
export CORE_UTILIZATION = 30
### ./constraint.sdc
current_design STI_DAC

set clk_period 3.8
set clk_io_pct 0.2

create_clock -name clk0 -period $clk_period [get_ports {clk}]

set non_clock_inputs [all_inputs -no_clocks]
set_input_delay [expr $clk_period * $clk_io_pct] -clock clk0 $non_clock_inputs
set_output_delay [expr $clk_period * $clk_io_pct] -clock clk0 [all_outputs]
==> run notes <==
Summary of implementation figures.

Final timing
Based on the critical path, the design can be clocked at up to 0.376 GHz. Per the finish-stage timing summary, setup violations number 0. In the final report, the number of hold violations comes to 0. The final timing report gives a worst setup slack of 1140 ps.

The final cycle utilization of the critical path is about 70%. Setup repair after global routing left no endpoint under its margin. Clock skew on the completed layout was measured at 11.4 ps. The time the final worst path needs with I/O delays and setup is approximately 2700 ps.

The slew check shows that the tightest pin keeps a relative margin of 51.8%. Adding up every negative setup slack in the final design gives 0 ps. Looking at the max-slew report, the worst-margin pin has a slew of 722 ps. For reference, the final report shows the max-slew violation count at 0.

Synth
The share of flip-flops with an asynchronous set or reset after synthesis is 100%. The cell total in the yosys stat output is 278. Synthesis instantiated 49 different standard cells from the library. The dominant synthesized flop cell is sky130_fd_sc_hd__dfrtp_1.

The post-synthesis instance total is 278. The post-synth count of flops with an enable pin is 0. Warnings reported by Yosys during synthesis add up to 1. The area of the mapped netlist is ~3000 um^2.

In the synthesis report, Yosys lists the chip area as roughly 3000 um^2. The average cell area after synthesis is between 10 and 15 um^2. The sequential share of the synthesized area is a little under half. The register bit total from synthesis is 56.

Route
Once detail routing completed, the nets flagged for antenna violations numbered 0. The detailed router reported a total wirelength of 5.48 mm. In the final routed layout, each cell accounts on average for around 12 um.

The DRC violation total left in the routed layout is recorded as 0. The via count normalized by instance count is approximately 4.8. The first TritonRoute pass finished after 4 iterations. The routed layout has 2,159 vias.

The count of inserted antenna diode cells is 0. The first-iteration detailed-routing DRC count is 69.

Clocking
The total number of H-tree levels is 2. At the later pin of the worst-skew pair, clock insertion delay measures 310 ps. The setup fix buffers added after clock tree synthesis is 0. The cell at the root of the clock tree is sky130_fd_sc_hd__clkbuf_8. The worst-case clock buffer depth is 2. The clock edge transition at the registers on the reported setup and hold paths is about 100 ps. The number of buffers inserted by hold repair at cts is 0. Once the clock tree was built, the resizer swapped 0 gates to a different size. The clock tree from TritonCTS is built.

The number of buffers inserted during clock tree synthesis is 5. The CTS log lists the clock sinks for this run as between 50 and 60.

Worst setup path
The maximum fanout encountered on the critical timing path is 7. The required time of the worst setup path is around 4000 ps. Tracing the worst setup path back leads to its startpoint at OUPUT_cnt[0].

The cell sequence reported for the critical path is inv_1 -> ha_1 -> nor4b_1 -> inv_1 -> a21oi_1 -> nand2_1 -> inv_1 -> ha_1 -> inv_1 -> nor2_1 -> a21oi_1 -> a21oi_1 -> a21oi_1. The worst-path cell with the longest stage delay is sky130_fd_sc_hd__nor4b_1. The worst setup path is of the reg -> reg kind. The worst setup path is launched from a register.

The sort of element at the end of the critical path is a register. The data arrival time at the worst-slack endpoint is 2860 ps. The largest single stage delay on the critical path is between 400 and 500 ps. The launch point of the worst reg-to-reg path is OUPUT_cnt[0].

Power and ir drop
Per the summary, power density relative to cell area is approximately 650 nW/um^2. Internal power comes to 1.48 mW. The sequential power share is 44.9%. The proportion of total power due to net switching is 37.6%. In this run, the combinational gates consume 40.9% of the power. The flow reports that the clock network draws 14.3% of the design power. The script extracted a net switching power of 0.887 mW. In this run the VDD rail shows a maximum IR drop of roughly 0.30 mV. The power report puts the leakage power at 1.57 nW.

Run
The number of maximum-capacitance violations is 0. The number of OpenROAD warnings is 29.

Cells and area
The fraction of layout cells with a size suffix above 1 is slightly below 9%. The count of fill cells added during filler insertion is between 900 and 1,000. The layout report lists the multi-input gate area as 1440 um^2. The sequential cell area in the final layout is 1410 um^2. The area growth from synthesis to layout is 22.9%.

Floorplan
The share of the core filled by cells before placement is a little under a third. The die is 102 um wide. Per the OpenROAD floorplan log, the area of the core is 9680 um^2. Pin placement for this block handled 49 I/O pins. The placement row count is 36.

The chip occupies 10,300 um^2. The vertical die dimension is 102 um.

Global route
The number of antenna violations at the first check in global routing was 0. The first global-routing pass estimated 9.25 mm of wire. The maximum number of pins on one net before global-route repair is 33. Per the GRT congestion report, total overflow comes to 0.

The number of global-route vias before repair is 2,014. Global routing used a little under an eighth of the available tracks.

Hold path
According to the hold report, the worst path is of the reg -> reg type. The worst min-delay path startpoint is buffer[4].

Run status
The flow ran to the end, and the final reports show no timing, DRC or antenna violations.

Placed design
The pre-CTS setup slack is roughly 800 ps. The placement summary gives the final routability congestion estimate as 0.817. Buffers placed on the I/O ports in this run total between 40 and 50. The total half-perimeter wirelength after legalization and detailed placement is 3.99 mm.
-- through the flow --
stage               cells  hold WS (ps)  total power [mW]  utilization, %  instance area [um^2]
global placement      444           385              2.02            36.8                  3570
finish                452           412              2.36            37.8                  3660
CTS                   452           414              2.38            37.8                  3660
detailed placement    444           393              2.04            36.8                  3570
global route          452           419              2.58            37.8                  3660
floorplan             278           372              1.74               -                  2980
-- cell usage after synthesis (all sizes together) (4+ instances only) --
cell type  number  share of area (%)
a21oi          13                2.2
a22o            8                2.4
clkbuf         13                1.6
dfrtp          50                 42
dfstp           6                5.3
ha             12                5.0
inv            18                2.3
mux2i           8                2.7
mux4            7                5.3
nand2          26                3.3
nand3           8                1.3
nand4           4               0.84
nor2           16                2.0
nor3            7                1.2
o21ai           8                1.3
xnor2          15                4.4
xor2            8                2.4
-- cells by family (layout without fill, tap and decap cells) --
family | count (synthesis) | in the layout | synth area share (%)
AND-OR/OR-AND | 53 | 53 | 13.0
XOR/XNOR | 23 | 23 | 6.76
adder cells (fa/ha/maj) | 13 | 13 | 5.71
buffers and inverters | 34 | 75 | 4.49
flip-flops | 56 | 56 | 47.3
multiplexers | 18 | 18 | 9.11
AND/OR/NAND/NOR | 81 | 81 | 13.7
-- power by group through the flow --
| stage | Clock [mW] | Combinational [mW] | Sequential [mW] |
|---|---|---|---|
| 4_1_cts | 0.347 | 0.973 | 1.07 |
| 5_1_grt | 0.374 | 1.11 | 1.10 |
| 6_report | 0.337 | 0.965 | 1.06 |
-- layer usage --
layer / routed length [um] / GRT usage (%)
met5: 0 / 0
met4: 32 / 0.557
met1: 2610 / 17.0
met2: 2540 / 18.4
met3: 303 / 2.59
-- flip-flops by register name, indices dropped and copies added (netlist names) --
signal / count
so_data: 1
even1_wr: 1
cnt: 4
buffer: 5
switch: 1
oem_finish: 1
oem_addr: 5
even2_wr: 1
OUPUT_cnt: 5
odd2_wr: 1
even3_wr: 1
data_index: 5
cs: 4
odd1_wr: 1
odd3_wr: 1
even4_wr: 1
odd4_wr: 1
DAC: 8
so_valid: 1
mem_cnt: 8
-- layout make-up --
class                      count  area share (%)
timing repair buffer          49            13.3
tap                          133            4.55
clock inverter                 3           0.684
inverter                      18            1.85
sequential                    56            38.5
multi-input combinational    188            39.2
clock buffer                   5            1.88
-- worst max-delay path: cells and delay by family (launching register included) --
family | cells | cell delay (ps)
flip-flops | 1 | 390
AND/OR/NAND/NOR | 3 | 800
AND-OR/OR-AND | 4 | 500
adder cells (fa/ha/maj) | 2 | 420
buffers and inverters | 4 | 430
-- final timing paths --
kind,end,slack (ps),depth (start not counted)
worst max-delay path,data_index[4],1140,13
worst min-delay path,oem_addr[4],410,0
worst max register to register,data_index[4],1140,13
worst min register to register,oem_addr[4],410,0
max in group asynchronous,OUPUT_cnt[4],2140,3
min in group asynchronous,odd4_wr,840,2
-- placed cells by master, fill, tap and decap left out, drive strengths merged, types with 12 or more instances in the layout --
cell type and n:
clkdlybuf4s50 48, ha 12, xnor2 15, nor2 16
a21oi 13, dfrtp 50, inv 20, nand2 26
Power and IR drop assume default switching activity.
